File: /design/flow/design.v
module mooreFSM(i_clk, i_reset, i_packet, o_signal);
	input i_clk, i_reset, i_packet;
	output o_signal;
  parameter idle = 3'b000;
  parameter A = 3'b001;
  parameter B = 3'b010;
  parameter C = 3'b011;
  parameter D = 3'b100;
  parameter E = 3'b101;
  parameter F = 3'b110;
  reg [2:0] state = idle;
  always @ (posedge i_clk or posedge i_reset) begin
    if(i_reset)
	   state <=idle;
	 else 
	   case(state)
		   idle : if(i_packet == 1) state <= A;
			       else state <= idle;
			A : if(i_packet == 1) state <= B;
			    else state <= idle;
			B : if(i_packet == 1) state <= C;
			    else state <= E;
			C : if(i_packet == 1) state <= C;
			    else state <= D;
			D : if(i_packet == 1) state <= B;
			    else state <= idle;  
			E : if(i_packet == 1) state <= F;
			    else state <= idle;
			F : if(i_packet == 1) state <= B;
			    else state <= idle;	 
		endcase
    end
    assign o_signal = (state == D || state == F)? 1:0;
endmodule
File: /design/flow/run.sh
#!/bin/bash
# OpenROAD 26Q1-2900-gdf79404cd8, Yosys 0.63+post, stock flow scripts
make -C /OpenROAD-flow-scripts/flow DESIGN_CONFIG=/design/flow/config.mk WORK_HOME=/design/flow/orfs finish
File: /design/flow/config.mk
export PLATFORM = sky130hd
export DESIGN_NAME = mooreFSM
export DESIGN_NICKNAME = mooreFSM
export VERILOG_FILES = /design/flow/design.v
export SDC_FILE = /design/flow/constraint.sdc
export NUM_CORES = 4
export LEC_CHECK = 1
export CORE_AREA = 10 10 70 70
export DIE_AREA = 0 0 80 80
File: /design/flow/constraint.sdc
current_design mooreFSM

set clk_period 1.7
set clk_io_pct 0.2

create_clock -name clk0 -period $clk_period [get_ports {i_clk}]

set non_clock_inputs [all_inputs -no_clocks]
set_input_delay [expr $clk_period * $clk_io_pct] -clock clk0 $non_clock_inputs
set_output_delay [expr $clk_period * $clk_io_pct] -clock clk0 [all_outputs]
==> Changelog: implementation <==
### Implementation results

* Layout cells sized above 1 at 27.3%
* Setup WS pre-CTS at 0.201 ns
* Die Y at 80 um
* Min cycle time layout at 1.63 ns
* PwrDens at 1510 mW/mm2
* Vias at 124
* Core Density at Floorplan at 3.99%
* Dominant register cell: dfrtp_1
* IO Port Bufs at 3
* Tool warnings at 25
* Ant diodes at 0
* Slew margin rel. at 83.5%
* Routed WL per cell at 5.65 um
* Yosys cell types at 9
* Cts bufs inserted at 3
* Die Footprint at 0.00640 mm2
* Largest net degree at the start of global routing at 6
* Clk ins delay skew pair at 0.23 ns
* EDFF count, synth at 0
* DRC Markers at 0
* Top Registers: state (3)
* Core Footprint at 0.00342 mm2
* Final tally of max-slew violations at 0
* # IOs at 4
* Yosys chip area at 136 um2
* Reg-to-reg setup timing slack at 0.72 ns
* Worst Skew at 0.00136 ns
* Ys Warns at 1
* CTS root buf: clkbuf_4
* Leading cell types by count after synthesis: dfrtp_1, inv_1, nor2_1, o21ai_0
* Drt initial violations at 1
* Run status: finished clean
* All-Layer GR Usage at 1.32%
* CP Class: reg -> out
* Total power at 0.403 mW
* Layout area overhead at 95.4%
* Worst-path clk slew at 0.04 ns
* Synth async-reset ratio at 100%
* VDD IR max at 245 uV
* Post-Synthesis Cell Area at 136 um2
* Clock net sink count at 3
* Synth top cell by count: dfrtp_1
* Total negative slack at 0 ns
* Initial antenna violation count at 0
* Clk buf depth at 2
* Fin Hold WS at 0.276 ns
* CTS tree: yes
* Drt total wl at 384 um
* Worst EP required at 1.36 ns
* HPWL after detailed placement at 286 um
* Max cap viols at 0
* Top cell type's share of synthesized area at 55.0%
* Final hold vios at 0
* Seq/Total Area, Yosys at 55.0%
* Via-per-instance ratio at 1.82
* Setup ws final at 0.0695 ns
* H-tree Lvls at 1
* Setup crit end kind: primary output
* Highest clock rate at 0.613 GHz
* Avg Inst Size Synth at 9.74 um2
* Max FFs per register at 3
* FILL cells at 414
* FP Rows at 21
* RSZ-0062 raised after global routing: no
* Ys flops at 3
* Die W at 80 um
* Hold Crit Class: in -> async
* Static leakage at 0.101 nW
* Worst Max-Slew Pin Slew at 0.248 ns
* Biggest area consumer among synthesized cells: dfrtp_1
* Endpoints failing setup at 0
* GR Overflow Total at 0
* Crit path arrival time at 1.29 ns
* Reg with most FFs: state
* Fin area at 267 um2
* Crit start category: register
* Routability-driven placement congestion ratio at 0.633
* Synth Instances at 14
* Initial DRT Pass Iterations at 2
* Placed inst area at 224 um2
* Yosys cell count at 14
* CP Max Fanout at 5
* Tcrit/Tclk final at 95.9%
* Synth area leaders: dfrtp_1, mux2i_1, o21ai_0
* Vias in the first global route at 144
* First-pass GRT wire length at 641 um
* Antenna viol nets, final at 0
==> per-stage QoR <==
step	util, %	cells
after floorplan	-	14
after global placement	6.56	63
after detailed placement	6.56	63
after CTS	7.40	67
after global routing	7.80	68
final	7.80	68
==> power breakdown <==
part,switching [mW],total [mW],internal (mW)
combinational,0.0533,0.135,0.0816
sequential,0.0337,0.145,0.111
clock,0.0358,0.124,0.0879
==> worst max-delay path, stage by stage (launching register included) <==
cell and delay (ns):
dfrtp_2 0.43, nor2b_4 0.14, clkdlybuf4s50_1 0.49
==> worst paths after layout <==
| check | endpoint | from | depth (start not counted) |
|---|---|---|---|
| worst max-delay path | o_signal | state[0] | 2 |
| worst min-delay path | state[2] | i_reset | 2 |
| worst max register to register | state[0] | state[0] | 2 |
| worst min register to register | state[0] | state[0] | 1 |
| max in group asynchronous | state[0] | i_reset | 2 |
| min in group clk0 | state[0] | state[0] | 1 |
==> cells by family after synthesis <==
group / Yosys count / share of synthesized area (%)
flops: 3 / 55.0
compound gates: 4 / 17.4
buf+inv: 2 / 5.51
mux: 1 / 7.34
simple gates: 4 / 14.7
==> per-layer routing <==
layer | global-route usage (%) | wire, um | part of all wire [%]
met2 | 1.52 | 155 | 40
met4 | 0.704 | 0 | 0
met5 | 0 | 0 | 0
met1 | 1.73 | 201 | 52
met3 | 0.909 | 27 | 7.0
==> layout by cell type, fill, tap and decap left out <==
cell,Yosys,layout
o21ai_0,2,2
clkdlybuf4s50_1,0,3
buf_4,0,1
nand2b_1,1,1
dfrtp_1,3,2
mux2i_1,1,1
clkbuf_4,0,3
clkbuf_1,0,1
a21oi_1,1,1
inv_1,2,2
nor2b_4,0,1
nor2_1,2,2
dfrtp_2,0,1
a221oi_1,1,1
==> cell type report <==
type                            instances  area [um2]  area share [%]
Multi-Input combinational cell          9        61.3            23.0
Inverter                                2        7.51            2.82
Tap cell                               46        57.6            21.6
Timing Repair Buffer                    4        37.5            14.1
Sequential cell                         3        76.3            28.6
Clock buffer                            4        26.3            9.86
==> repair_timing <==
item | in CTS | in global routing
pin swaps | 0 | 0
setup endpoints to repair | 1 | 1
hold buffers | 0 | 0
setup buffers | 0 | 1
gates resized | 1 | 2
Power figures rest on the tool's default switching activity, not on a simulated workload.

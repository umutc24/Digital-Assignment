## run.sh

```bash
#!/bin/bash
# OpenROAD 26Q1-2900-gdf79404cd8, Yosys 0.63+post, stock flow scripts
make -C /OpenROAD-flow-scripts/flow DESIGN_CONFIG=/design/flow/config.mk WORK_HOME=/design/flow/orfs finish
```

## config.mk

```make
export PLATFORM = sky130hd
export DESIGN_NAME = shiftRegister64
export DESIGN_NICKNAME = shiftRegister64
export VERILOG_FILES = /design/flow/design.v
export SDC_FILE = /design/flow/constraint.sdc
export NUM_CORES = 4
export LEC_CHECK = 1
export CORE_UTILIZATION = 30
```

## design.v

```verilog
module shiftRegister64(i_data, clk, i_enable, o_data);
  input i_data;  
  input clk, i_enable;  
  output [63:0] o_data;  
  reg [63:0] flipFlop;  
  assign o_data = flipFlop[63:0];
  always @ (posedge clk)  
  begin
  if (i_enable) begin     
    flipFlop <= flipFlop << 1;  
	  flipFlop[0] <= i_data;
  end
  else begin            
	   flipFlop <= 0;
  end
  end 
endmodule
```

## constraint.sdc

```tcl
current_design shiftRegister64

set clk_period 1.0
set clk_io_pct 0.2

create_clock -name clk0 -period $clk_period [get_ports {clk}]

set non_clock_inputs [all_inputs -no_clocks]
set_input_delay [expr $clk_period * $clk_io_pct] -clock clk0 $non_clock_inputs
set_output_delay [expr $clk_period * $clk_io_pct] -clock clk0 [all_outputs]
```

==> run notes <==
Implementation numbers.

- The register-to-register path setup slack is roughly 280 ps.
- The first TritonRoute pass finished after 3 iterations.
- The die span in y is between 70 and 80 um.
- The post-synthesis to final-layout area growth reads 39.8%.
- Synthesis instantiated 3 different standard cells from the library.
- The largest registers in the layout are flipFlop: 64 flops.
- The top cell types in the final layout, fill and taps aside, are 64 x and2_2, 63 x dfxtp_2, 63 x buf_2, 11 x clkbuf_8.
- The clock transition time at the flip-flop clock pins of the worst setup and hold paths is 60 ps.
- The slew at the pin with the worst max-slew slack is between 150 and 200 ps.
- The CTS sink count reads ~64.
- For this block, the routed nets add up to 2.92 mm of wire.
- STA puts the critical path data required time at 800 ps.
- The number of warnings in the stage logs is 25.
- The final weighted congestion of routability-driven global placement is 0.736.
- The startpoint of the worst hold path reads flipFlop[39].
- The DRC marker count from the first detailed-route iteration reads 22.
- For the worst flop-to-flop path, the logic depth is 2.
- Summing every instance area after synthesis gives around 1800 um2.
- The type of element capturing the critical path is an output port.
- The number of rows in the core area reads 27.
- The path category of the worst min-delay check is flip-flop to flip-flop.
- TritonCTS created 9 clock buffers.
- The count of filler cells inserted in the layout is 555.
- The cell count listed in synth_stat.txt is 134.
- The top-level port count reads 67.
- The relative slew slack reads 87.2%.
- The number of buffers inserted for hold repair after clock tree synthesis is 0.
- The peak per-stage delay on the critical path reads 310 ps.
- The script logs the ratio of routed vias to standard cells as about 3.8.
- The final period demand of the worst path is ~940 ps.
- After synthesis, the chip area reported by Yosys is 1790 um2.
- The via count of the first global-routing pass reads around 960.
- The peak supply drop is between 1 and 1.5 mV.
- Per the post-run analysis, buffers plus inverters along the critical path come to 1.
- For reference, the final report shows the max-slew violation count at 0.
- The number of synthesis warnings reads 1.
- The floorplan-stage core utilization reads 31.8%.
- In the final routed layout, each cell accounts on average for 10.3 um.
- The final layout reports a setup TNS of 0 ps.
- The clock latency reported for the late side of the worst-skew pair reads about 320 ps.
- The CTS tree reads yes.
- The peak clock frequency supported by timing is 1060 MHz.
- The beginning of the worst register-to-register path reads flipFlop[36].
- The final antenna diode count is 0.
- Per STA, the worst path is made up of buf_2.
- The global-route wire length before repair reads 4.73 mm.
- The register name with the most flops reads flipFlop.
- Looking at the clock tree report, the maximum root-to-sink buffer count equals 2.
- The report shows a maximum critical-path fanout of 2.
- Setup repair after global routing left no endpoint under its margin.
- The standby leakage power is 1.28 nW.
- The core footprint reads 5640 um2.
- Per the detail_route report, DRC violations left total 0.
- The sequential fraction of the synthesis area is 71.5%.
- The number of antenna violations at the first check in global routing is 0.
- The via count of the routed design reads 1089.
- The run finished with clean final reports.
- Among cell families on the critical path, the largest total delay comes from flip-flops.
- The number of flip-flops in the largest register reads 64.
- The end-of-flow timing check tallies setup violations at 0.
- The buffer type at the clock tree root reads clkbuf_8.
- The cell depth of the worst min-delay path is 1.
- Cells fill between 40% and 50% of the core in the end.
- Entering global routing, the biggest net connects 65 pins.
- The overall die width is 79.3 um.
- The cell at the slowest stage of the critical path is dfxtp_2.
- For the final database, setup skew stands at 6.62 ps.
- The fraction of layout cells with a size suffix above 1 reads 97.7%.
- The critical register-to-register path endpoint is flipFlop[37].
- The end point of the worst hold path is flipFlop[40].
- STA classifies the critical path startpoint as a flip-flop.
- The gate count of the mapped netlist reads about 130.
- The HPWL after detailed placement reads between 1.5 and 2 mm.
- The type of the worst setup path reads flip-flop to output port.
- OpenROAD reports that the post-layout worst path occupies 94.1% of the period.
- Per the run summary, max-cap violations total 0.
- In this run the number of H-tree levels came out at 3.
- The signal arrival time at the worst endpoint reads about 740 ps.
- The number of failing hold endpoints at the final stage is 0.
- The total grt overflow is 0.
- Per the OpenROAD floorplan log, the area of the die is 6290 um2.
- Leaving out fill and tap cells, the most frequent cell in the layout is and2_2.
- The post-route standard cell area excluding fillers reads about 2500 um2.
- Total global-route track usage over all layers is approximately a tenth.
- Power spread over the standard cell area amounts to 1890 nW/um2.
- The number of antenna-violating nets in the routed design reads 0.
- The post-synthesis area per instance reads about 13 um2.
- The standard cell area after detailed placement is roughly 2500 um2.
- The flop and latch count out of synthesis is 64.
- The number of buffers inserted by port buffering is 66.
## how the worst max path moves through the flow
stage / startpoint / to / slack (ps) / cells past startpoint
6_report: flipFlop[58] / o_data[58] / 60 / 1
5_1_grt: flipFlop[49] / o_data[49] / 2 / 1
4_1_cts: flipFlop[63] / o_data[63] / 3 / 1
## worst register-to-register path: stages (launching register included)
cell     delay (ps)
dfxtp_2         310
buf_4           120
and2_2          170
## cell usage after synthesis
master,instances,area (um2)
and2_2,64,480
clkbuf_2,6,30.0
dfxtp_1,64,1280
## report_power, final
group / switching (mW) / internal [mW] / leakage [nW]
clock: 0.848 / 1.28 / 0.103
sequential: 0.00273 / 2.55 / 0.548
combinational: 0.0293 / 0.0247 / 0.627
total: 0.880 / 3.86 / 1.28
## kinds of logic (layout without fill, tap and decap cells)
kind of cell           count (synthesis)  count (layout)  share of synthesized area [%]
flip-flops                            64              64                           71.5
AND/OR/NAND/NOR                       64              64                           26.8
buffers and inverters                  6              85                           1.68
## metal layers
metal | vias to the layer above | track usage [%] | share of wire [%]
li1 | 549 | - | -
met1 | 488 | 15.3 | 47
met2 | 50 | 13.0 | 40
met3 | 2 | 5.48 | 12
met4 | 0 | 1.45 | 0.48
met5 | - | 0 | 0
## cell type report
class / instances / area, um2 / share of cell area, %
Tap cell: 72 / 90.1 / 3.60
Sequential cell: 64 / 1360 / 54.3
Multi-Input combinational cell: 64 / 480 / 19.2
Clock inverter: 3 / 40.0 / 1.60
Timing Repair Buffer: 69 / 375 / 15.0
Clock buffer: 13 / 159 / 6.34
## stage by stage
step / cells / setup slack [ps] / hold WS [ps] / total power, mW
floorplan: 134 / 405 / 336 / 2.64
global placement: 267 / -189 / 455 / 2.68
detailed placement: 267 / -183 / 457 / 2.68
CTS: 285 / 2.98 / 453 / 4.82
global route: 285 / 1.76 / 464 / 4.98
finish: 285 / 59.2 / 457 / 4.74
## what timing repair did
| item | 4_1_cts | 5_1_grt |
|---|---|---|
| setup buffers | 2 | 0 |
| endpoints found under the setup margin | 64 | 1 |
| resized | 254 | 1 |
No activity file was given, so power comes from the tool's default toggle rates.
